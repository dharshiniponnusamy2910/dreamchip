**flow/design.v**
```verilog
module alu_arbiter (
    input  logic        clk,
    input  logic        rst,
    input  logic        start_exec,
    input  logic        mode_fast,      
    input  logic [31:0] op_a,
    input  logic [31:0] op_b,
    input  logic [3:0]  alu_op,
    output logic [31:0] result,
    output logic        alu_busy,
    output logic        alu_done
);
    logic [31:0] fast_result, lowp_result;
    logic fast_done, lowp_done;
    logic fast_busy, lowp_busy;
    always_ff @(posedge clk or posedge rst) begin
        if (rst) begin
            fast_result <= 32'd0;
        end else if (start_exec && mode_fast) begin
            case (alu_op)
                4'd0: fast_result <= op_a + op_b;
                4'd1: fast_result <= op_a - op_b;
                4'd2: fast_result <= op_a & op_b;
                4'd3: fast_result <= op_a | op_b;
                default: fast_result <= 32'd0;
            endcase
        end
    end
    assign fast_done = start_exec && mode_fast;
    assign fast_busy = 1'b0;  
    logic [1:0] lowp_counter;
    always_ff @(posedge clk or posedge rst) begin
        if (rst) begin
            lowp_counter <= 2'd0;
            lowp_result  <= 32'd0;
        end else begin
            if (start_exec && !mode_fast && lowp_counter == 2'd0)
                lowp_counter <= 2'd2;   
            else if (lowp_counter != 2'd0)
                lowp_counter <= lowp_counter - 1;
            if (lowp_counter == 2'd1) begin
                case (alu_op)
                    4'd0: lowp_result <= op_a + op_b;
                    4'd1: lowp_result <= op_a - op_b;
                    4'd2: lowp_result <= op_a & op_b;
                    4'd3: lowp_result <= op_a | op_b;
                    default: lowp_result <= 32'd0;
                endcase
            end
        end
    end
    assign lowp_done = (lowp_counter == 2'd1);
    assign lowp_busy = (lowp_counter != 2'd0);
    assign result   = mode_fast ? fast_result : lowp_result;
    assign alu_done = mode_fast ? fast_done   : lowp_done;
    assign alu_busy = mode_fast ? fast_busy   : lowp_busy;
endmodule
```
**flow/run.sh**
```bash
#!/bin/bash
# OpenROAD 26Q1-2900-gdf79404cd8, Yosys 0.63+post, stock flow scripts
make -C /OpenROAD-flow-scripts/flow DESIGN_CONFIG=/design/flow/config.mk WORK_HOME=/design/flow/orfs finish
```
**flow/config.mk**
```make
export PLATFORM = sky130hd
export DESIGN_NAME = alu_arbiter
export DESIGN_NICKNAME = alu_arbiter
export VERILOG_FILES = /design/flow/design.v
export SDC_FILE = /design/flow/constraint.sdc
export NUM_CORES = 4
export LEC_CHECK = 1
export CORE_UTILIZATION = 50
```
**flow/constraint.sdc**
```tcl
current_design alu_arbiter

set clk_period 2.2
set clk_io_pct 0.2

create_clock -name clk0 -period $clk_period [get_ports {clk}]

set non_clock_inputs [all_inputs -no_clocks]
set_input_delay [expr $clk_period * $clk_io_pct] -clock clk0 $non_clock_inputs
set_output_delay [expr $clk_period * $clk_io_pct] -clock clk0 [all_outputs]
```
==> results.py <==
# Auto-generated metrics
metrics = {
    "synth": {
        "ys_sh_simple_pct": 18.7,
        "dominantRegCellSynth": "dfrtp_1",
        "syn_inst": 777,
        "most_common_cell": "nand2_1",
        "yosys_cells": 777,
        "top_cells_by_count": "nand2_1, nor2_1, o21ai_0",
        "synth_area_um2": 6230,
        "fa_ha_area_share_pct": 10.4,
        "numSynthFlops": 66,
        "ys_warn_count": 1,
        "edf_count": 0,
        "ys_area_um2": 6230,
        "netlist.area_leader.share_pct": 26.5,
        "area_leaders": "dfrtp_1, ha_1, nand2_1, o21ai_0, mux2_2",
        "async_flop_share_pct": 100,
        "synth-xor-area-share_pct": 7.29,
        "yosysSeqAreaShare_pct": 26.5,
        "syn_area_per_cell_um2": 8.02,
        "top_area_cell": "dfrtp_1",
        "logic_family": "AND-OR/OR-AND gates",
        "mux_share_pct": 6.39,
        "synthAoiAreaFrac_pct": 26.7,
        "yosys.cell_types.count": 74,
    },
    "floorplanning": {
        "chipWidth_um": 114,
        "fp_util_pct": 51.6,
        "die_y_um": 114,
        "rows": 40,
        "boundaryPins": 106,
    },
    "run_status": {
        "status": "did not finish",
        "error_line": "[ERROR GRT-0232] Routing congestion too high. Check the congestion heatmap in the GUI.",
        "failed_stage": "global routing",
    },
    "clock_network": {
        "cts_root_buf": "clkbuf_16",
        "cts_buffer_depth": 2,
        "cts.sinks": 66,
        "cts_hold_buf": 0,
        "cts_buffers": 9,
        "htree_levels": 3,
    },
    "placed_design": {
        "place_congestion": 0.985,
        "port_buffers": 105,
        "dp_hpwl_um": 16900,
    },
    "sta": {
        "worst-ep-kind": "register data pin",
        "grt_repair_worst_endpoint": "lowp_result[29]$_DFFE_PP0P_/D",
    },
    "grt": {
        "grt_max_degree": 52,
    },
}
==> per-stage QoR <==
stage               cell area [µm²]  worst slack (ns)  cells  power, mW
floorplan                      6330             -1.66    777       3.21
global placement               9020             -2.31   1217       4.54
detailed placement             9020             -2.43   1217       4.65
CTS                           10400             -1.73   1268       6.55
==> cell families after synthesis <==
logic type,count (synthesis)
AND-OR/OR-AND,252
AND/OR/NAND/NOR,251
buffers and inverters,66
flip-flops,66
adder cells (fa/ha/maj),55
XOR/XNOR,51
multiplexers,36
==> what timing repair did <==
| action | in CTS |
|---|---|
| resized | 269 |
| endpoints found under the setup margin | 63 |
| buffers inserted | 42 |
| gates cloned | 1 |
| pin swaps | 131 |
Power and IR drop assume default switching activity.

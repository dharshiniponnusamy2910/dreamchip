File: /design/flow/run.sh
#!/bin/bash
# OpenROAD 26Q1-2900-gdf79404cd8, Yosys 0.63+post, stock flow scripts
make -C /OpenROAD-flow-scripts/flow DESIGN_CONFIG=/design/flow/config.mk WORK_HOME=/design/flow/orfs finish
File: /design/flow/config.mk
export PLATFORM = sky130hd
export DESIGN_NAME = workload_analyzer
export DESIGN_NICKNAME = workload_analyzer
export VERILOG_FILES = /design/flow/design.v
export SDC_FILE = /design/flow/constraint.sdc
export NUM_CORES = 4
export LEC_CHECK = 1
export CORE_UTILIZATION = 30
File: /design/flow/constraint.sdc
current_design workload_analyzer

set clk_period 6.6
set clk_io_pct 0.2

create_clock -name clk0 -period $clk_period [get_ports {clk}]

set non_clock_inputs [all_inputs -no_clocks]
set_input_delay [expr $clk_period * $clk_io_pct] -clock clk0 $non_clock_inputs
set_output_delay [expr $clk_period * $clk_io_pct] -clock clk0 [all_outputs]
File: /design/flow/design.v
module workload_analyzer (
    input  logic clk,
    input  logic rst,
    input  logic        is_arith_D,      
    input  logic        is_arith_R,      
    input  logic [3:0]  la_count,        
    output logic        wa_req,
    output logic [7:0]  confidence,
    output logic [7:0]  predicted_runlen
);
    logic [7:0] window_sum;
    logic [3:0] window_cnt;
    logic [7:0] ema;
    localparam EMA_SHIFT = 2;  
    logic [7:0] trend;
    logic [7:0] runlen_est;
    always_ff @(posedge clk or posedge rst) begin
        if (rst) begin
            window_sum <= 0;
            window_cnt <= 0;
        end else begin
            if (window_cnt < 15)
                window_cnt <= window_cnt + 1;
            if (is_arith_R)
                window_sum <= window_sum + 1;
            else if (window_sum > 0)
                window_sum <= window_sum - 1;
        end
    end
    always_ff @(posedge clk or posedge rst) begin
        if (rst)
            ema <= 0;
        else
            ema <= ema - (ema >> EMA_SHIFT) + (is_arith_R ? 8'd4 : 8'd0);
    end
    always_ff @(posedge clk or posedge rst) begin
        if (rst)
            trend <= 0;
        else if (is_arith_R)
            trend <= trend + 1;
        else if (trend > 0)
            trend <= trend - 1;
    end
    always_comb begin
        runlen_est = (la_count << 1) + (trend >> 1);
    end
    always_comb begin
        confidence = window_sum + (ema >> 2) + trend;
    end
    assign wa_req = (confidence > 8'd20);
    assign predicted_runlen = runlen_est;
endmodule
==> flow_summary_export.csv <==
group,metric,value,unit
timing,setup_ws,1.942,ns
routing,viasPerCell,4.590,
routing,antenna_left,0,
run_status,status,"completed",
layout,layout_top_cells,"ha_1, dfrtp_1, clkdlybuf4s50_1, nor2_1, inv_1",
die,core_region_area,0.006907,mm²
yosys,syn-cell-area,0.002178,mm²
clock_tree,clock_latency,0.27,ns
timing,worstMarginPinSlew,0.7579,ns
critical_path,crit_path_top_delay_cell,"fa_1",
critical_path,cp.arrival,3.34,ns
routing,remaining_drc_errors,0,
place,placed_area,0.002524,mm²
timing,relSlewSlack,49.42,%
yosys,ys_cells,222,
critical_path,path_buffers,1,
critical_path,crit_family,"adder cells",
die,ioPinCount,25,
yosys,edf_count,0,
routing,vias,1579,
timing,grt_setup_unrepaired,"false",
global_route,grt_max_degree,25,
clock_tree,clk_pin_slew,0.09,ns
clock_tree,postCtsSetupRepairBufs,0,
timing,setup_viol,0,
timing,fin_skew,0.002566,ns
timing,min_period,4.658,ns
routing,wl_per_cell,11.97,µm
routing,first_pass_iters,4,
place,pre_cts_ws,1.959,ns
layout,fillers,702,
clock_tree,cts_buffers,3,
global_route,grt_pass1_wl,7231,µm
yosys,synthXorXnorAreaFrac,9.650,%
global_route,gr-usage-all-layers,12.29,%
routing,drt-initial-drc-count,53,
layout,layout.cells.non_filler,344,
run,cap_violations,0,
clock_tree,cts_tree,"done",
layout,fin_area,0.002595,mm²
timing,fmax,214.7,MHz
run,log.warning_count,26,
routing,antennaDiodeCount,0,
clock_tree,cts_root_buffer,"clkbuf_8",
place,port_buffers,23,
critical_path,critical-path-max-stage-delay,0.52,ns
yosys,yosys.area_share.aoi,16.83,%
critical_path,critPathKind,"register to output pin",
global_route,antenna_found_initial,0,
yosys,synthMuxAreaShare,0,%
die,dieArea,0.007606,mm²
yosys,yosys_warnings,1,
place,gp_congestion,0.8464,
clock_tree,cts_resized,0,
timing,fin_crit_sh,70.58,%
timing,final_max_slew_viol_count,0,
timing,setup_tns,0,ns
yosys,yosys.cell_types.count,31,
yosys,synth_cells,222,
routing,drt-total-wl,4116,µm
clock_tree,cts_max_level,1,
layout,synthToLayoutAreaGrowth,19.13,%
die,die_h,87.21,µm
clock_tree,hold_buffers,0,
yosys,yosys.area_share.simple,11.03,%
clock_tree,clockBufferDepth,2,
global_route,overflow,0,
critical_path,worstSetupEndpointType,"output pin",
critical_path,path_max_fanout,5,
yosys,yosys_area,0.002178,mm²
clock_tree,numClockSinks,24,
yosys,ys_top_logic_family,"adder cells",
global_route,grt_pass1_vias,1549,
place,place_inst,340,
yosys,async_flop_share,100.0,%
die,initCoreUtil,31.54,%
yosys,synth.avg_cell_area,9.812,µm²
yosys,ys_ff,24,
layout,layout-drive-gt1-share,3.629,%
yosys,adder_share,30.56,%
hold_path,hold_class,"register to register",
critical_path,cp_common_cell,"fa_1",
die,rows,30,
die,die_x,87.21,µm
layout,lay_top_count,"ha_1",
yosys,ys.flop_type,"dfrtp_1",
critical_path,start_kind,"register",
critical_path,cp.required,5.28,ns
timing,hold_viol,0,
place,dp_hpwl,3287,µm
critical_path,path_cells,"fa_1, ha_1, fa_1, a211oi_2, o21bai_1, a21oi_1, xnor2_1, a2111o_1, clkdlybuf4s50_1",
yosys,ys_seq_share,27.57,%
-- kinds of logic after synthesis --
family                   count (synthesis)
adder cells (fa/ha/maj)                 46
AND/OR/NAND/NOR                         48
flip-flops                              24
buffers and inverters                   24
XOR/XNOR                                24
AND-OR/OR-AND                           56
-- flip-flops by register name, indices dropped and copies added, names as in the netlist --
signal / count
ema: 8
trend: 8
window_sum: 8
-- cell type report --
class	instances	area [µm²]	share of cell area [%]
clock buffers	3	41.29	1.591
clock inverters	1	30.03	1.157
inverters	22	82.58	3.182
multi-input cells	174	1483	57.14
flip-flops and latches	24	600.6	23.14
well taps	96	120.1	4.629
repair buffers	24	237.7	9.161
-- synthesized netlist by cell type (all sizes together) (2+ instances only) --
cell / n / area [µm²]
ha: 34 / 425.4
dfrtp: 24 / 600.6
inv: 22 / 82.58
nor2: 22 / 82.58
xnor2: 15 / 131.4
a21oi: 14 / 70.07
fa: 12 / 240.2
o21ai: 11 / 55.05
a211oi: 10 / 80.07
xor2: 9 / 78.83
o21bai: 8 / 60.06
a21o: 7 / 52.55
nand2: 7 / 26.28
nor3: 5 / 25.02
nor4: 4 / 40.04
nor2b: 3 / 18.77
and3: 2 / 13.77
buf: 2 / 12.51
nand2b: 2 / 12.51
o211ai: 2 / 15.01
-- worst paths after layout --
kind                                      startpoint                         to  slack (ns)  cells past startpoint
worst min-delay path                ema[2]$_DFF_PP0_           ema[0]$_DFF_PP0_        0.54                      2
worst max-delay path            trend[1]$_DFFE_PP0P_                     wa_req        1.94                      9
min in group asynchronous                        rst           ema[0]$_DFF_PP0_        1.40                      3
max in group asynchronous                        rst  window_sum[3]$_DFFE_PP0P_        4.95                      3
worst max register to register      ema[2]$_DFF_PP0_           ema[7]$_DFF_PP0_        4.21                      9
worst min register to register      ema[2]$_DFF_PP0_           ema[0]$_DFF_PP0_        0.54                      2
-- per-layer routing --
| layer | GRT usage [%] | share of wire, % |
|---|---|---|
| met5 | 0 | 0 |
| met4 | 0.5961 | 0.75 |
| met3 | 1.346 | 4.4 |
| met2 | 19.83 | 43 |
| met1 | 19.22 | 51 |
-- through the flow --
stage          hold WS, ns  util [%]
2_1_floorplan       0.5036         -
3_3_place_gp        0.5314     36.54
3_5_place_dp        0.5252     36.54
4_1_cts             0.5395     37.57
5_1_grt             0.5589     37.57
6_report            0.5358     37.57
-- worst register-to-register path, cell delays in order, from the launching register on --
cell,delay [ns]
dfrtp_1,0.36
inv_1,0.09
fa_1,0.51
inv_1,0.07
fa_1,0.46
a21o_1,0.20
a21oi_1,0.23
o21bai_1,0.09
a21oi_1,0.18
xnor2_1,0.13

`design/flow/config.mk`:
```
export PLATFORM = sky130hd
export DESIGN_NAME = mode_arbiter
export DESIGN_NICKNAME = mode_arbiter
export VERILOG_FILES = /design/flow/design.v
export SDC_FILE = /design/flow/constraint.sdc
export NUM_CORES = 4
export LEC_CHECK = 1
export CORE_AREA = 10 10 76 76
export DIE_AREA = 0 0 86 86
```
`design/flow/constraint.sdc`:
```
current_design mode_arbiter

set clk_period 2.8
set clk_io_pct 0.2

create_clock -name clk0 -period $clk_period [get_ports {clk}]

set non_clock_inputs [all_inputs -no_clocks]
set_input_delay [expr $clk_period * $clk_io_pct] -clock clk0 $non_clock_inputs
set_output_delay [expr $clk_period * $clk_io_pct] -clock clk0 [all_outputs]
```
`design/flow/design.v`:
```
module mode_arbiter (
    input  logic clk,
    input  logic rst,
    input  logic        wa_req,           
    input  logic [7:0]  confidence,       
    input  logic [7:0]  predicted_runlen, 
    input  logic        alu_idle,         
    output logic        switch_req,
    output logic        mode_fast         
);
    typedef enum logic [1:0] {
        IDLE,
        REQUEST,
        APPLY,
        PROBATION
    } state_t;
    state_t state, next_state;
    logic [3:0] probation_cnt;
    localparam CONF_TH   = 8'd40;
    localparam RUNLEN_TH = 8'd6;
    logic worthy_fast;
    assign worthy_fast = (confidence > CONF_TH) && (predicted_runlen > RUNLEN_TH);
    always_comb begin
        next_state = state;
        switch_req = 1'b0;
        case (state)
            IDLE: begin
                if (wa_req)
                    next_state = REQUEST;
            end
            REQUEST: begin
                switch_req = 1'b1;
                if (alu_idle)
                    next_state = APPLY;
            end
            APPLY: begin
                next_state = PROBATION;
            end
            PROBATION: begin
                if (probation_cnt == 4'd0)
                    next_state = IDLE;
            end
        endcase
    end
    always_ff @(posedge clk or posedge rst) begin
        if (rst) begin
            state       <= IDLE;
            mode_fast   <= 1'b1;   
            probation_cnt <= 4'd0;
        end else begin
            state <= next_state;
            if (state == APPLY) begin
                mode_fast <= worthy_fast;
                probation_cnt <= 4'd8;   
            end else if (state == PROBATION && probation_cnt != 0) begin
                probation_cnt <= probation_cnt - 1;
            end
        end
    end
endmodule
```
`design/flow/run.sh`:
```
#!/bin/bash
# OpenROAD 26Q1-2900-gdf79404cd8, Yosys 0.63+post, stock flow scripts
make -C /OpenROAD-flow-scripts/flow DESIGN_CONFIG=/design/flow/config.mk WORK_HOME=/design/flow/orfs finish
```
==> run summary <==
CTS resizes: 0
Power per cell area: 786 nW/um^2
CP Class: reg2out
Worst Max-Slew Pin Slew: 356 ps
Initial antenna violation count: 0
Seq share, synth: 49.3%
Drt wl/cell: 11.1 um
Area growth, synth to finish: 68.0%
Max-area cell share: 37.9%
Full die area: 7400 um^2
RSZ-0062 raised after global routing: no
Pin count of the biggest net entering global routing: 10
Non-Filler Instances: 121
Insertion Delay late pin: 230 ps
Layout cells sized above 1: 14.1%
Synth area leaders: dfrtp_1 (38%), dfstp_2 (11%), ha_1 (5.4%)
# diodes: 0
Worst path max stage delay: 500 ps
Outcome: complete, no violations
HP Start: state[2]$_DFF_PP0_
Min cycle time layout: 1970 ps
CTS root buf: clkbuf_8
Worst Path Max Fanout: 9
Port bufs: 21
Via density: 3.64
Final ANT Viol Nets: 0
Period Utilization, post-route: 70.3%
Leak: 0.301 nW
Mean post-synth cell area: 9.82 um^2
Final instance area: 776 um^2
Total negative slack: 0 ps
DR pass1 iterations: 4
Synth area leader: dfrtp_1
Fin worst setup slack: 832 ps
DIE WIDTH: 86 um
Bufs on Longest Clock Path: 2
MaxCap Viol Count: 0
FP Core Util: 11.2%
Routed WL: 1340 um
Internal power: 0.419 mW
Crit-path cells: nor3_1 > clkdlybuf4s50_1
Hold Buf Count CTS: 0
DP HPWL: 1080 um
Final setup fails: 0
FF-to-FF setup slack: 1230 ps
FF-to-FF End: probation_cnt[3]$_DFFE_PP0P_
Slew Limit Fails: 0
Cell count of the worst hold path: 1
Crit end category: primary output
Num rows: 23
# DRC: 0
Post-synthesis cell count: 47
Buf/Inv on CP: 1
Hold WC Path Type: reg2reg
Core area: 4120 um^2
Reg power frac: 39.4%
Post-synth cell types: 26
Top cells excl fill/tap: clkdlybuf4s50_1 (21), dfrtp_1 (7), inv_1 (6), o21ai_0 (4)
Net Sw Frac: 31.3%
Top cell excl fill/tap: clkdlybuf4s50_1
Switch Pwr: 0.191 mW
Yosys stat chip area: 462 um^2
H-Tree Depth: 1
Clock transition at the registers of the reported paths: 40 ps
Place WS: 1050 ps
Relative slew slack: 76.2%
Yosys cell count: 47
Clock power share: 24.2%
Grt total ovfl: 0
Post-CTS Setup Repair Bufs: 0
Cell family with most CP delay: buffers and inverters
CTS tree: done
Crit path DAT: 1410 ps
Tool warnings: 26
Syn Std Cell Area: 462 um^2
Number of instances in the placed design: 117
Worst IR Drop VDD: 0.000396 V
# fillers: 449
Hold path endpoint: state[1]$_DFF_PP0_
R2R Path Start: probation_cnt[0]$_DFFE_PP0P_
CP Launch Type: flip-flop
Layout Skew: 3.53 ps
Final Hold Viols: 0
R2r worst-path depth: 5
Critical Path RT: 2240 ps
Synth flops: 9
Die H: 86 um
Clock sink count: 9
Initial DRC count: 16
Post-layout util: 18.9%
Dpl cell area: 731 um^2
Top-level port count: 22
Vias in the first global route: 451
Synth warnings: 1
Crit-path slowest cell: clkdlybuf4s50_1
Peak Freq: 0.508 GHz
GR Util All Layers: 3.36%
Combinational share of power: 36.4%
GP Congestion: 0.784
Global-route wire length before repair: 2070 um
Via Count: 440
TritonCTS Buffers: 3
## cell usage after synthesis (all sizes together)
| cell | n |
|---|---|
| a211oi | 1 |
| a21o | 1 |
| a21oi | 3 |
| a31oi | 1 |
| and2 | 1 |
| and3 | 1 |
| clkbuf | 1 |
| dfrtp | 7 |
| dfstp | 2 |
| ha | 2 |
| inv | 7 |
| nand2 | 1 |
| nand3 | 3 |
| nand4b | 1 |
| nor3 | 2 |
| nor3b | 1 |
| nor4 | 1 |
| o211a | 1 |
| o21ai | 4 |
| o21bai | 1 |
| o22ai | 1 |
| o311ai | 1 |
| or3 | 1 |
| or3b | 1 |
| or4 | 1 |
## how the worst max path moves through the flow
stage,startpoint,endpoint,slack [ps],depth (start not counted)
finish,state[1]$_DFF_PP0_,switch_req,830,2
CTS,state[1]$_DFF_PP0_,switch_req,800,2
global route,state[1]$_DFF_PP0_,switch_req,740,2
## routing by layer
layer	wire (um)	track usage (%)	vias up
met5	0	0	-
met1	551	4.00	213
met3	92	1.62	0
li1	-	-	218
met4	0	0.150	0
met2	695	5.61	9
## flip-flops by register name, indices dropped and copies added, names as in the netlist
register	flops
probation_cnt	4
mode_fast	1
state	4
## area by class of cell
type	count	area (um^2)	area share, %
Sequential cell	9	228	29.4
Inverter	7	26.3	3.39
Multi-Input combinational cell	30	204	26.3
Tap cell	50	62.6	8.06
Clock buffer	4	45.0	5.81
Timing Repair Buffer	21	210	27.1
## power groups by stage
stage | Sequential [mW] | Combinational (mW) | Clock [mW]
final | 0.240 | 0.222 | 0.147
after global routing | 0.246 | 0.254 | 0.159
after CTS | 0.239 | 0.224 | 0.152
## metrics by stage
| step | power, mW | hold slack, ps |
|---|---|---|
| after CTS | 0.615 | 496 |
| after detailed placement | 0.458 | 478 |
| after floorplan | 0.362 | 386 |
| final | 0.610 | 488 |
| after global routing | 0.659 | 517 |
| after global placement | 0.448 | 464 |
## kinds of logic (layout without fill, tap and decap cells)
group | count (synthesis) | count (layout) | share of synthesized area, %
DFF | 9 | 9 | 49.3
buffers and inverters | 8 | 32 | 6.50
AOI/OAI and AO/OA | 14 | 14 | 19.5
and+or+nand+nor | 14 | 14 | 19.2
adders and majority gates | 2 | 2 | 5.42
No activity file was given, so power comes from the tool's default toggle rates.
